==> design/flow/run.sh <==
#!/bin/bash
# OpenROAD 26Q1-2900-gdf79404cd8, Yosys 0.63+post, stock flow scripts
make -C /OpenROAD-flow-scripts/flow DESIGN_CONFIG=/design/flow/config.mk WORK_HOME=/design/flow/orfs finish
==> design/flow/config.mk <==
export PLATFORM = sky130hd
export DESIGN_NAME = SingleCycleMIPS
export DESIGN_NICKNAME = SingleCycleMIPS
export VERILOG_FILES = /design/flow/design.v
export SDC_FILE = /design/flow/constraint.sdc
export NUM_CORES = 4
export LEC_CHECK = 1
export CORE_UTILIZATION = 50
==> design/flow/constraint.sdc <==
current_design SingleCycleMIPS

set clk_period 33.1
set clk_io_pct 0.2

create_clock -name clk0 -period $clk_period [get_ports {CLK}]

set non_clock_inputs [all_inputs -no_clocks]
set_input_delay [expr $clk_period * $clk_io_pct] -clock clk0 $non_clock_inputs
set_output_delay [expr $clk_period * $clk_io_pct] -clock clk0 [all_outputs]
==> design/flow/design.v <==
module SingleCycleMIPS( 
    CLK,
    RST,
    IR_addr,
    IR,
    RF_writedata,
    ReadDataMem,
    CEN,
    WEN,
    A,
    ReadData2,
    OEN
);
input           CLK, RST;
input   [31:0]  IR;
output  [31:0]  IR_addr, RF_writedata;
input   [31:0]  ReadDataMem;
output          CEN;
output          WEN;
output  [ 6:0]  A;
output  [31:0]  ReadData2;
output          OEN;
wire            MemToReg,
                MemRead,
                MemWrite,
                RegDST,
                RegWrite,
                Branch,
                Jump,
                ALUSrc,
                JumpRegister,
                JumpAndLink;
wire    [ 1:0]  ALUOp;
wire    [ 3:0]  ALUctrl;
wire    [31:0]  ALUin1, ALUin2;
wire    [31:0]  ALUresult;
wire            ALUzero;
wire    [31:0]  SignExtend;
wire    [ 4:0]  MUX_RegDST;
wire    [31:0]  MUX_MemToReg;
wire    [31:0]  MUX_Src;
wire    [31:0]  MUX_Branch;
wire    [31:0]  MUX_Jump;
wire    [ 4:0]  Reg_R1, Reg_R2, Reg_W;
wire    [31:0]  WriteData;
wire    [31:0]  ReadData1;  
wire    [31:0]  PCin;  
wire    [31:0]  PCnext;
wire    [31:0]  PCAdd4;
wire    [31:0]  JumpAddr, BranchAddr;
assign RF_writedata = WriteData;  
assign PCin = PCnext;
PC PC(
  .PC_i  (PCin),
  .PC_o  (IR_addr),
  .CLK   (CLK),
  .RST   (RST)
);
Control Control(
  .opcode_i       (IR[31:26]),
  .funct_i        (IR[5:0]),
  .RegDst_o       (RegDST),
  .Jump_o         (Jump), 
  .Branch_o       (Branch),
  .MemRead_o      (MemRead),
  .MemtoReg_o     (MemToReg),
  .ALUOp_o        (ALUOp),
  .MemWrite_o     (MemWrite),
  .ALUSrc_o       (ALUSrc),
  .RegWrite_o     (RegWrite),
  .JumpRegister_o (JumpRegister),
  .JumpAndLink_o  (JumpAndLink)
);
assign ALUin1 = ReadData1;
assign ALUin2 = MUX_Src;
assign A = ALUresult[8:2];  
ALU ALU(
  .data1_i       (ALUin1),
  .data2_i       (ALUin2),
  .ALUCtrl_i     (ALUctrl),
  .ALUResult_o   (ALUresult),
  .Zero_o        (ALUzero)
);
ALUControl ALUControl(
  .ALUOp_i    (ALUOp),
  .funct_i    (IR[5:0]),
  .ALUCtrl_o  (ALUctrl)
);
SignExtendUnit SignExtendUnit(
  .data_i  (IR[15:0]),
  .data_o  (SignExtend)
);
assign Reg_R1 = IR[25:21];
assign Reg_R2 = IR[20:16];
Registers Register(
  .Rreg1_i    (Reg_R1),
  .Rreg2_i    (Reg_R2),
  .Wreg_i     (Reg_W),
  .Wdata_i    (WriteData),
  .RegWrite_i (RegWrite),
  .Rdata1_o   (ReadData1),
  .Rdata2_o   (ReadData2),
  .CLK        (CLK),
  .RST        (RST)
);
MUX2 #(5) MUX2_RegDST(
  .data1_i    (IR[20:16]),
  .data2_i    (IR[15:11]),
  .select_i   (RegDST),
  .data_o     (MUX_RegDST)
);
MUX2 #(32) MUX2_Src(
  .data1_i    (ReadData2),
  .data2_i    (SignExtend),
  .select_i   (ALUSrc),
  .data_o     (MUX_Src)
);
MUX2 #(32) MUX2_MemToReg(
  .data1_i    (ALUresult),
  .data2_i    (ReadDataMem),
  .select_i   (MemToReg),
  .data_o     (MUX_MemToReg)
);
Adder PCAdder(
  .data1_i    (IR_addr),
  .data2_i    (32'b100),
  .result_o   (PCAdd4)
);
assign JumpAddr = { {PCAdd4[31:28]}, {IR[25:0]}, 2'b00};
Adder BranchAdder(
  .data1_i    (PCAdd4),
  .data2_i    ({{SignExtend[29:0]}, 2'b00}),
  .result_o   (BranchAddr)
);
MUX2 #(32) MUX2_Branch(
  .data1_i    (PCAdd4),
  .data2_i    (BranchAddr),
  .select_i   (Branch & ALUzero),
  .data_o     (MUX_Branch)
);
MUX2 #(32) MUX2_Jump(
  .data1_i    (MUX_Branch),
  .data2_i    (JumpAddr),
  .select_i   (Jump),
  .data_o     (MUX_Jump)
);
MUX2 #(32) MUX2_JumpRegister(
  .data1_i    (MUX_Jump),
  .data2_i    (ReadData1),
  .select_i   (JumpRegister),
  .data_o     (PCnext)
);
MUX2 #(5) MUX2_JumpAndLink_1(
  .data1_i    (MUX_RegDST),
  .data2_i    (5'd31),
  .select_i   (JumpAndLink),
  .data_o     (Reg_W)
);
MUX2 #(32) MUX2_JumpAndLink_2(
  .data1_i    (MUX_MemToReg),
  .data2_i    (PCAdd4),  
  .select_i   (JumpAndLink),
  .data_o     (WriteData)
);
assign CEN = ~(MemRead | MemWrite);
assign WEN = ~(MemWrite);
assign OEN = ~(MemRead);
always @ (*) begin
end
endmodule
module PC(PC_i, PC_o, CLK, RST);
input               CLK;
input               RST;
input      [31:0]   PC_i;
output     [31:0]   PC_o;
reg        [31:0]   PC_buffer;
assign PC_o = PC_buffer;
always @ (posedge CLK or posedge RST) begin
  if(RST)
    PC_buffer <= 32'b0;
  else
    PC_buffer <= PC_i;
end
endmodule
module Adder(data1_i, data2_i, result_o);
input   [31:0]   data1_i;
input   [31:0]   data2_i;
output  [31:0]   result_o;
assign result_o = data1_i + data2_i;
endmodule
module Registers(Rreg1_i, Rreg2_i, Wreg_i, Wdata_i, RegWrite_i, Rdata1_o, Rdata2_o, CLK, RST);
input       [4:0]   Rreg1_i;
input       [4:0]   Rreg2_i;
input       [4:0]   Wreg_i;
input       [31:0]  Wdata_i;
input               RegWrite_i;
output      [31:0]  Rdata1_o;
output      [31:0]  Rdata2_o;
input               CLK;
input               RST;
reg         [31:0]  register  [0:31];  
integer             i;  
assign Rdata1_o = register[Rreg1_i];
assign Rdata2_o = register[Rreg2_i];
always @ (posedge CLK or posedge RST) begin
  if(RST) begin
    for(i = 0; i < 32; i = i + 1) begin
      register[i] <= 32'b0;
    end
  end
  else if(RegWrite_i) begin
    register[Wreg_i] <= Wdata_i;
  end
end
endmodule
module Control( opcode_i,
                funct_i,
                RegDst_o, 
                Jump_o, 
                Branch_o,
                MemRead_o,
                MemtoReg_o,
                ALUOp_o,
                MemWrite_o,
                ALUSrc_o,
                RegWrite_o,
                JumpRegister_o,
                JumpAndLink_o);
input  [5:0]  opcode_i;
input  [5:0]  funct_i;
output        RegDst_o;
output        Jump_o;
output        Branch_o;
output        MemRead_o;
output        MemtoReg_o;
output [1:0]  ALUOp_o;
output        MemWrite_o;
output        ALUSrc_o;
output        RegWrite_o;
output        JumpRegister_o;
output        JumpAndLink_o;
wire R_format, lw, sw, beq, jump, jr, jal;
assign R_format = (opcode_i == 6'b000000) ? 1 : 0;
assign lw       = (opcode_i == 6'b100011) ? 1 : 0;
assign sw       = (opcode_i == 6'b101011) ? 1 : 0;
assign beq      = (opcode_i == 6'b000100) ? 1 : 0;
assign jump     = (opcode_i == 6'b000010) ? 1 : 0;
assign jr       = ((opcode_i == 6'b000000) && (funct_i == 6'b001000)) ? 1 : 0;
assign jal      = (opcode_i == 6'b000011) ? 1 : 0;
assign RegDst_o   = R_format;
assign Jump_o     = jump | jal;
assign Branch_o   = beq;
assign MemRead_o  = lw;
assign MemtoReg_o = lw;
assign MemWrite_o = sw;
assign ALUSrc_o   = lw | sw;
assign RegWrite_o = R_format | lw | jal;
assign ALUOp_o    = R_format ? 2'b10 :
                    beq      ? 2'b01 : 2'b00 ;  
assign JumpRegister_o = jr;
assign JumpAndLink_o  = jal;
endmodule
module ALU(data1_i, data2_i, ALUCtrl_i, ALUResult_o, Zero_o);
input signed  [31:0] data1_i;
input signed  [31:0] data2_i;
input  [ 3:0] ALUCtrl_i;  
output reg signed [31:0] ALUResult_o;
output        Zero_o;  
assign Zero_o = (data1_i==data2_i) ? 1 : 0;
localparam ADD = 4'b0010,
           SUB = 4'b0110,
           AND = 4'b0000,
           OR  = 4'b0001,
           SLT = 4'b0111;
always @ (*) begin
  case (ALUCtrl_i)
    ADD: ALUResult_o = data1_i + data2_i;
    SUB: ALUResult_o = data1_i - data2_i;
    AND: ALUResult_o = data1_i & data2_i;
    OR : ALUResult_o = data1_i | data2_i;
    SLT: ALUResult_o = (data1_i < data2_i) ? 32'b1 : 32'b0; 
    default: ALUResult_o = 32'b0;
  endcase
end
endmodule
module ALUControl(ALUOp_i, funct_i, ALUCtrl_o);
input  [1:0]  ALUOp_i;
input  [5:0]  funct_i;
output [3:0]  ALUCtrl_o;
localparam ADD = 4'b0010,
           SUB = 4'b0110,
           AND = 4'b0000,
           OR  = 4'b0001,
           SLT = 4'b0111;
assign ALUCtrl_o =
  ALUOp_i == 2'b10 ?
    (
      funct_i[3:0] == 4'b0000 ? ADD :
      funct_i[3:0] == 4'b0010 ? SUB :
      funct_i[3:0] == 4'b0100 ? AND :
      funct_i[3:0] == 4'b0101 ? OR  :
      funct_i[3:0] == 4'b1010 ? SLT : 4'b0000
    ) :
    ALUOp_i == 2'b00 ? ADD :
    ALUOp_i == 2'b01 ? SUB : 4'b0000;  
endmodule
module SignExtendUnit(data_i, data_o);
input   [15:0]  data_i;
output  [31:0]  data_o;
assign data_o = { {16{data_i[15]}} , data_i };
endmodule
module MUX2 #(parameter WIDTH=32)( data1_i, data2_i, select_i, data_o);
input   [WIDTH-1:0]  data1_i;
input   [WIDTH-1:0]  data2_i;
input                select_i;
output  [WIDTH-1:0]  data_o;
assign data_o = select_i ? data2_i : data1_i;
endmodule
==> impl_metrics.csv <==
group,metric,value,unit
routing,via_per_inst,7.31,
placed_design,dp_hpwl,209000,microns
synthesis,topCellsByArea,"sky130_fd_sc_hd__dfrtp_1, sky130_fd_sc_hd__a22oi_1, sky130_fd_sc_hd__nand2_1",
power,comb_power_share,0.139,
hold_path,worstHoldPathCells,2,
clock_tree,post_cts.resized_instances,0,
placed_design,port-buffer-count,171,
synthesis,synth_area_per_cell,8.94,sq um
die,chipWidth,346,microns
power,pwr-share-clk,0.433,
routing,detailroute.via_count,60273,
power,intPower,0.00228,W
global_routing,number_of_global_route_vias_before_repair,57740,
clock_tree,cts-htree-levels,3,
final_layout,drive_gt1_frac,0.139,
timing,slew_viol_final,0,
global_routing,grt_antenna_before_repair,16,
timing,final_number_of_hold_violating_endpoints,0,
routing,drcViolationCount,0,
timing,grt_setup_unrepaired,"no",
die,coreArea,0.117,sq mm
timing,max_slew_margin,0.244,
synthesis,synth_sequential_area_ratio,0.446,
timing,tightestPinTransition,1.13,ns
die,fp_util,0.507,
routing,drt-total-wl,325000,microns
timing,achievable-frequency,0.0459,GHz
synthesis,post_synth_inst_count,6629,
clock_tree,clock_latency,0.79,ns
placed_design,gp_congestion,1.09,
flow_run,stage_log_warnings,96,
flow_run,cap_violations,0,
status,outcome,"finished, final reports clean",
global_routing,grt_max_degree,114,
final_layout,area.growth.synth_to_final,13.9,%
routing,wl_met2,124000,microns
synthesis,enable_flop_cells,0,
global_routing,grt_pass1_wl,451000,microns
clock_tree,cts-hold-fix-buffers,0,
timing,timing.final.crit_share,0.658,
timing,final.setup.tns,0,ns
synthesis,synth-cells-yosys,6629,
clock_tree,num_cts_buffers,111,
timing,tmin_final,21.79,ns
routing,drt-wirelength-per-cell,39.4,microns
routing,met3_wirelength,59300,microns
hold_path,worstHoldPathType,"reg2reg",
clock_tree,root_buffer,"sky130_fd_sc_hd__clkbuf_16",
power,ir_worst_vdd,50.9,uV
placed_design,dp.cells,8024,
die,io-pin-count,172,
critical_path,crit_slowest_cell,"sky130_fd_sc_hd__nor2_4",
die,die-area,0.120,sq mm
critical_path,classification_of_the_worst_setup_path,"in2out",
routing,detailedRoute.firstPassIterationCount,12,
timing,final_count_of_negative_setup_slack_endpoints,0,
critical_path,worst_setup_path_start_kind,"input pin",
global_routing,grt-ovfl-total,0,
clock_tree,cts_max_path_buffers,3,
power,part_of_the_power_in_registers,0.428,
die,floorplan.rows,125,
synthesis,ys.flop_type,"sky130_fd_sc_hd__dfrtp_1",
synthesis,synth-seq-cells,1056,
critical_path,critical_path.max_fanout,33,
power,leakagePower,30.0,nW
clock_tree,postCtsSetupRepairBufs,0,
timing,whs,0.486,ns
synthesis,yosys_area,0.0593,sq mm
critical_path,max_stage_delay,0.75,ns
clock_tree,cts.clk_slew.worst_paths,0.06,ns
routing,drt_iter0_markers,8795,
synthesis,largest_area_cell,"sky130_fd_sc_hd__dfrtp_1",
die,die.size.y,346,microns
synthesis,netlist_area,0.0593,sq mm
synthesis,synth_warnings,5,
routing,ant_nets,0,
critical_path,end_kind,"primary output",
routing,highest-signal-layer,"met5",
power,sw_frac_of_total,0.285,
routing,wl_met1,109000,microns
critical_path,rr_worst_depth,18,
synthesis,synthDominantCellAreaShare,0.446,
power,switchingPower,0.000905,W
power,power.density,47.1,mW/mm^2
critical_path,worstPathArrival,15.17,ns
clock_tree,tritoncts_clock_tree,"yes",
critical_path,worst_path_required_time,26.48,ns
final_layout,final-instance-count-excl-fill,8248,
synthesis,synth.distinct_cells,113,
synthesis,async_s_r_ff_share_synth,1.00,
critical_path,cp_common_cell,"sky130_fd_sc_hd__nor2_1",
global_routing,grt.total_usage,0.564,
timing,worst_clock_skew,0.0548,ns
final_layout,layout.core_utilization,0.578,
clock_tree,cts_sinks,1056,
==> stage by stage <==
stage / cell area [sq um] / setup WS [ns] / power (W)
global route: 67500 / 11.29 / 0.00326
detailed placement: 63400 / 11.93 / 0.00181
finish: 67500 / 11.31 / 0.00318
floorplan: 59300 / 11.92 / 0.00163
global placement: 63400 / 11.94 / 0.00181
CTS: 67500 / 11.91 / 0.00316
==> placed cells by master, fill, tap and decap left out, types with 91 or more instances in the layout <==
cell type / instances
sky130_fd_sc_hd__inv_1: 160
sky130_fd_sc_hd__nand3_1: 94
sky130_fd_sc_hd__buf_4: 272
sky130_fd_sc_hd__a21oi_1: 206
sky130_fd_sc_hd__o21ai_0: 674
sky130_fd_sc_hd__clkdlybuf4s50_1: 170
sky130_fd_sc_hd__clkbuf_16: 111
sky130_fd_sc_hd__a22oi_1: 703
sky130_fd_sc_hd__ha_1: 125
sky130_fd_sc_hd__o21ai_1: 91
sky130_fd_sc_hd__mux2_2: 259
sky130_fd_sc_hd__a221oi_1: 104
sky130_fd_sc_hd__nor2_1: 200
sky130_fd_sc_hd__dfrtp_1: 1056
sky130_fd_sc_hd__nand2_1: 1226
==> power groups by stage <==
| stage | sequential (W) | combinational (W) | clock, W |
|---|---|---|---|
| CTS | 0.00136 | 0.000426 | 0.00138 |
| global route | 0.00136 | 0.000468 | 0.00143 |
| finish | 0.00136 | 0.000441 | 0.00138 |
==> logic make-up after synthesis <==
logic type	after synthesis	share of synthesized area
flip-flops	1056	0.446
buffers and inverters	739	0.0496
adder cells (fa/ha/maj)	128	0.0274
AND/OR/NAND/NOR	2051	0.152
XOR/XNOR	81	0.0121
multiplexers	294	0.0555
AND-OR/OR-AND	2280	0.258
==> layer usage <==
layer	up-vias	track usage
met1	28621	0.682
met4	55	0.367
met3	1866	0.386
met5	-	0.135
li1	24221	-
met2	5510	0.716
==> sequential cells by signal (all words and copies together) (netlist names) <==
signal,cells
Register.register,1024
PC.PC_buffer,32
==> path summary, 6_finish.rpt <==
| kind | startpoint | slack (ns) | to |
|---|---|---|---|
| max | IR[20] | 11.31 | RF_writedata[29] |
| min | Register.register[1][15] | 0.49 | Register.register[1][15] |
| max reg2reg | Register.register[7][3] | 27.35 | Register.register[16][30] |
| min reg2reg | Register.register[1][15] | 0.49 | Register.register[1][15] |
| max in group asynchronous | RST | 23.18 | Register.register[1][16] |
| min in group asynchronous | RST | 6.31 | Register.register[12][5] |
==> Yosys cell counts (24+ instances only) <==
cell type	count
sky130_fd_sc_hd__nand2_1	1260
sky130_fd_sc_hd__mux2_2	259
sky130_fd_sc_hd__nand4_1	81
sky130_fd_sc_hd__buf_2	38
sky130_fd_sc_hd__a22oi_1	703
sky130_fd_sc_hd__mux2i_1	31
sky130_fd_sc_hd__xnor2_1	57
sky130_fd_sc_hd__a221oi_1	106
sky130_fd_sc_hd__nor3_1	63
sky130_fd_sc_hd__o32a_1	28
sky130_fd_sc_hd__o22ai_1	24
sky130_fd_sc_hd__o21ai_2	29
sky130_fd_sc_hd__inv_1	161
sky130_fd_sc_hd__ha_1	125
sky130_fd_sc_hd__nand2b_1	33
sky130_fd_sc_hd__nor4_1	52
sky130_fd_sc_hd__o21ai_1	90
sky130_fd_sc_hd__a21oi_1	208
sky130_fd_sc_hd__and3_1	86
sky130_fd_sc_hd__o21ai_0	680
sky130_fd_sc_hd__buf_1	50
sky130_fd_sc_hd__nand3_1	94
sky130_fd_sc_hd__nor2_1	252
sky130_fd_sc_hd__o31ai_1	47
sky130_fd_sc_hd__clkbuf_1	460
sky130_fd_sc_hd__a31oi_1	64
sky130_fd_sc_hd__dfrtp_1	1056
sky130_fd_sc_hd__a22o_1	87
==> area by class of cell <==
| cell class | count | area, sq um |
|---|---|---|
| fillers | 9949 | 49300 |
| multi-input cells | 4834 | 30700 |
| flip-flops and latches | 1056 | 26400 |
| repair buffers | 445 | 3790 |
| clock buffers | 145 | 3150 |
| well taps | 1524 | 1910 |
| clock inverters | 61 | 873 |
| inverters | 165 | 623 |
| diodes | 18 | 45.0 |
==> worst max-delay path, delay by kind of cell <==
| kind | cells | cell delay (ns) |
|---|---|---|
| buffers and inverters | 5 | 2.30 |
| adder cells (fa/ha/maj) | 1 | 0.51 |
| AND/OR/NAND/NOR | 13 | 3.32 |
| AND-OR/OR-AND | 7 | 2.04 |
| multiplexers | 1 | 0.29 |
Power figures rest on the tool's default switching activity, not on a simulated workload.
